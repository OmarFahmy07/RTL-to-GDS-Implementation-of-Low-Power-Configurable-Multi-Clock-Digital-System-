[design/flow/config.mk]
export PLATFORM = sky130hd
export DESIGN_NAME = ALU
export DESIGN_NICKNAME = ALU
export VERILOG_FILES = /design/flow/design.v
export SDC_FILE = /design/flow/constraint.sdc
export NUM_CORES = 4
export LEC_CHECK = 1
export CORE_UTILIZATION = 30
[design/flow/constraint.sdc]
current_design ALU

set clk_period 1.3
set clk_io_pct 0.2

create_clock -name clk0 -period $clk_period [get_ports {clk}]

set non_clock_inputs [all_inputs -no_clocks]
set_input_delay [expr $clk_period * $clk_io_pct] -clock clk0 $non_clock_inputs
set_output_delay [expr $clk_period * $clk_io_pct] -clock clk0 [all_outputs]
[design/flow/design.v]
module ALU #(parameter IN_DATA_WIDTH = 8,
             parameter OUT_DATA_WIDTH = 16)
            (input wire [IN_DATA_WIDTH-1 : 0] A,
             input wire [IN_DATA_WIDTH-1 : 0] B,
             input wire [3:0] func,
             input wire enable,
             input wire clk,
             input wire rst,
             output reg [OUT_DATA_WIDTH-1 : 0] result,
             output reg valid);
    reg [OUT_DATA_WIDTH-1 : 0] result_comb;
    reg valid_comb;
    always@(posedge clk or negedge rst)
    begin
        if (!rst)
        begin
            result <= 'd0;
            valid  <= 1'b0;
        end
        else
        begin
            result <= result_comb;
            valid  <= valid_comb;
        end
    end
    always@(*)
    begin
        if (enable)
        begin
            result_comb = result;
            case(func)
                4'b0000:
                begin
                    result_comb = A + B;
                    valid_comb  = 1'b1;
                end
                4'b0001:
                begin
                    result_comb = A - B;
                    valid_comb  = 1'b1;
                end
                4'b0010:
                begin
                    result_comb = A * B;
                    valid_comb  = 1'b1;
                end
                4'b0011:
                begin
                    result_comb = A / B;
                    valid_comb  = 1'b1;
                end
                4'b0100:
                begin
                    result_comb = A & B;
                    valid_comb  = 1'b1;
                end
                4'b0101:
                begin
                    result_comb = A | B;
                    valid_comb  = 1'b1;
                end
                4'b0110:
                begin
                    result_comb = ~(A & B);
                    valid_comb  = 1'b1;
                end
                4'b0111:
                begin
                    result_comb = ~(A | B);
                    valid_comb  = 1'b1;
                end
                4'b1000:
                begin
                    result_comb = A ^ B;
                    valid_comb  = 1'b1;
                end
                4'b1001:
                begin
                    result_comb = ~(A ^ B);
                    valid_comb  = 1'b1;
                end
                4'b1010:
                begin
                    if (A == B)
                    begin
                        result_comb = 'd0;
                    end
                    else
                    begin
                        if (A > B)
                        begin
                            result_comb = 'd1;
                        end
                        else
                        begin
                            result_comb = 'd2;
                        end
                    end
                    valid_comb = 1'b1;
                end
                4'b1011:
                begin
                    result_comb = A >> 1;
                    valid_comb  = 1'b1;
                end
                4'b1100:
                begin
                    result_comb = A << 1;
                    valid_comb  = 1'b1;
                end
                4'b1101:
                begin
                    result_comb = B >> 1;
                    valid_comb  = 1'b1;
                end
                4'b1110:
                begin
                    result_comb = B << 1;
                    valid_comb  = 1'b1;
                end
                default:
                begin
                    result_comb = result;
                    valid_comb  = 1'b0;
                end
            endcase
        end
        else
        begin
            result_comb = result;
            valid_comb  = 1'b0;
        end
    end
endmodule
[design/flow/run.sh]
#!/bin/bash
# OpenROAD 26Q1-2900-gdf79404cd8, Yosys 0.63+post, stock flow scripts
make -C /OpenROAD-flow-scripts/flow DESIGN_CONFIG=/design/flow/config.mk WORK_HOME=/design/flow/orfs finish
==> impl_metrics.json <==
{
  "hold_buffers": 0,
  "synth_area_um2": 9680,
  "min_period_ns": 23.83,
  "yosysWarnings": 1,
  "viasPerCell": 5.20,
  "clk_latency_ns": 0.26,
  "cp_common_cell": "o21a_1",
  "ys_seq_share_pct": 4.40,
  "crit_slowest_cell": "or3_4",
  "cts_max_path_buffers": 2,
  "rows": 65,
  "leakage_uw": 0.00825,
  "grt_pass1_wl_um": 60200,
  "clkTransAtPathRegs_ns": 0.07,
  "p_per_area_nw_per_um2": 2860,
  "utilization_pct": 52.8,
  "routabilityCongestion": 0.969,
  "chipArea_um2": 33000,
  "grt_usage_pct": 22.9,
  "critical_path.max_fanout": 7,
  "timing.final.crit_share_pct": 1830,
  "fp_util_pct": 30.6,
  "end_kind": "register",
  "grt_start_max_net_pins": 25,
  "ys_cells": 1318,
  "area_leaders": "ha_1, fa_1, nor2_1, a21oi_1, nand2_1",
  "layout-drive-gt1-share_pct": 45.9,
  "critPathRequiredTime_ns": 1.43,
  "grt_overflow_total": 0,
  "die_w_um": 182,
  "top_area_share_pct": 20.9,
  "drc": 0,
  "timing.fmax_mhz": 42.0,
  "dr.pass1.iters": 5,
  "core-area_um2": 31600,
  "ys_async_sr_fraction_pct": 100,
  "htreeDepth": 1,
  "synth_cell_types": 96,
  "top_area_cell": "ha_1",
  "synthCells": 1318,
  "pin_count": 40,
  "fin_worst_skew_ns": 0,
  "wire_per_inst_um": 16.0,
  "syn_area_per_cell_um2": 7.34,
  "die_h_um": 182,
  "warnings": 47,
  "edf_count": 0,
  "antenna_found_initial": 1,
  "start_kind": "input port",
  "slew_viol_final": 0,
  "critPathMaxStageDelay_ns": 0.42,
  "syn2layout_area_growth_pct": 72.5,
  "ys.flop_type": "dfrtp_1",
  "rsz0062_at_grt": "yes",
  "ys_seq_elements": 17,
  "cts_tree": "done",
  "ant_nets": 0,
  "portBuffers": 39,
  "grt_pass1_vias": 12000,
  "finalSetupViolations": 16,
  "hold_path_class": "input port to async pin",
  "cts_num_sinks": 17,
  "violations": "negative setup slack",
  "peakVddDrop_uv": 3990,
  "num_vias": 12300,
  "ys_area_um2": 9680,
  "maxSlewHeadroom_pct": 23.6,
  "critPathKind": "input port to register",
  "tightest_slew_ns": 1.15,
  "hold_viol_final": 0,
  "status": "finished with violations",
  "worstPathArrival_ns": 23.97,
  "cts_buffers": 3,
  "clockRootBuffer": "clkbuf_16",
  "pre_cts_ws_ns": -23.46,
  "drv_cap": 0,
  "setup_ws_ns": -22.53,
  "drt_iter0_markers": 688,
  "hpwl_um": 27500,
  "routed_wl_um": 37900
}
## final cells by class
class / instances / area, um^2
Fill cell: 2617 / 14900
Multi-Input combinational cell: 1152 / 9810
Timing Repair Buffer: 682 / 5450
Tap cell: 402 / 503
Sequential cell: 17 / 425
Inverter: 108 / 425
Clock buffer: 3 / 75.1
Clock inverter: 1 / 7.51
Antenna cell: 1 / 2.50
## power by group
part / total [uW] / switching, uW / leakage [uW] / internal, uW
logic: 46300 / 19300 / 0.00800 / 27000
clock network: 716 / 297 / 0.0000371 / 419
registers: 682 / 50.5 / 0.000212 / 631
total: 47700 / 19700 / 0.00825 / 28100
## critical path: cells and delay by family
kind	cells	cell delay, ns
xor gates and xnor gates	1	0.17
muxes	6	1.53
AOI/OAI and AO/OA	68	11.72
adders and majority gates	14	3.58
buffers and inverters	5	0.45
and+or+nand+nor	39	6.21
## cell usage after synthesis (21+ instances only)
cell type  instances
ha_1             162
nor2_1           144
nand2_1          117
inv_1            107
a21oi_1          104
o21ai_0           72
nor3_1            51
xnor2_1           43
clkbuf_1          38
fa_1              38
o21a_1            37
mux2_2            22
nand3_1           21
xor2_1            21
## metal layers
metal  GRT usage (%)  up-vias  wire [um]  part of all wire, %
li1                -     6084          -                    -
met1            31.2     5793      17300                   46
met2            38.4      351      17500                   46
met3            3.33       79       2220                  5.9
met4            5.02        0        848                  2.2
met5               0        -          0                    0
## timing repair
action / CTS / global route
gates cloned: 2 / 0
buffers inserted: 148 / 47
pin swaps: 51 / 90
setup endpoints to repair: 34 / 17
gates resized: 171 / 112
## layout by cell type (no fill, tap or decap), types with 8 or more instances in the layout
cell type	count
a21oi_1	66
buf_6	39
nor3_1	45
dlygate4sd2_1	21
a21o_1	16
nor2_1	122
o21a_1	37
ha_1	141
nand3_1	16
mux2i_1	11
xor2_1	20
ha_4	16
buf_4	597
o31ai_1	15
o21ai_2	10
a21oi_2	33
conb_1	8
fa_1	35
o21bai_1	15
nand4_1	12
nand2_1	111
nor2_4	10
nor2_2	12
inv_1	95
dfrtp_1	17
o21ai_1	19
o211ai_1	10
or2_2	11
o21ai_0	44
xnor2_1	39
mux2_2	21
nand2b_1	15
or3_1	8
nor2b_1	9
o22ai_1	10
## flip-flops by register name, summed over array words and instances (netlist names)
name,flops
result,16
valid,1
## final timing paths
kind	from	end	slack (ns)	cells after the start
max reg2reg	result[0]$_DFFE_PN0P_	result[0]$_DFFE_PN0P_	0.27	3
min in group clk0	result[9]$_DFFE_PN0P_	result[9]$_DFFE_PN0P_	0.48	2
min	rst	result[12]$_DFFE_PN0P_	0.33	2
max in group asynchronous	rst	result[0]$_DFFE_PN0P_	0.82	2
max	B[0]	result[0]$_DFFE_PN0P_	-22.53	133
min reg2reg	result[9]$_DFFE_PN0P_	result[9]$_DFFE_PN0P_	0.48	2
## logic make-up after synthesis
logic type,after synthesis,share of synthesized area (%)
simple gates,443,22.2
other cells,1,0.0387
compound gates,396,27.7
mux,41,4.82
fa+ha+maj,200,28.8
xor+xnor,64,5.79
flops,17,4.40
buf+inv,156,6.17
## through the flow
stage | std cells | TNS [ns] | hold WS [ns] | area (um^2) | power, uW
floorplan | 1325 | -154.15 | -0.0356 | 10300 | 22200
detailed placement | 2183 | -167.50 | 0.470 | 14400 | 36700
CTS | 2337 | -154.13 | 0.334 | 16100 | 44100
global route | 2366 | -163.40 | 0.348 | 16700 | 51900
global placement | 2183 | -165.14 | 0.463 | 14400 | 36300
finish | 2366 | -154.66 | 0.329 | 16700 | 47700
Power and IR drop assume default switching activity.

$ cat /design/flow/design.v
module Reg_File #(parameter ADDRESS_WIDTH = 4,
                  parameter DATA_WIDTH = 8)
                 (input wire WrEn,
                  input wire RdEn,
                  input wire [ADDRESS_WIDTH-1 : 0] Address,
                  input wire [DATA_WIDTH-1 : 0] WrData,
                  input wire CLK,
                  input wire RST,
                  output reg [DATA_WIDTH-1 : 0] RdData,
                  output reg RdData_Valid,
                  output wire [DATA_WIDTH-1 : 0] REG0,
                  output wire [DATA_WIDTH-1 : 0] REG1,
                  output wire [DATA_WIDTH-1 : 0] REG2,
                  output wire [DATA_WIDTH-1 : 0] REG3);
    reg [DATA_WIDTH-1 : 0] registers      [(2**ADDRESS_WIDTH - 1) : 0];
    reg [DATA_WIDTH-1 : 0] registers_comb [(2**ADDRESS_WIDTH - 1) : 0];
    reg RdData_Valid_comb;
    reg [DATA_WIDTH-1 : 0] RdData_comb;
    integer index;
    always @(posedge CLK or negedge RST)
    begin
        if (!RST)
        begin
            for (index = 0; index < (2**ADDRESS_WIDTH); index = index + 1)
            begin
                if (index == 2)
                begin
                    registers[index] <= 8'b001000_00;  
                end
                else
                begin
                    if (index == 3)
                    begin
                        registers[index] <= 8'b0000_1000;  
                    end
                    else
                    begin
                        registers[index] <= 'd0;
                    end
                end
            end
            RdData       <= 'd0;
            RdData_Valid <= 1'b0;
        end
        else
        begin
            for (index = 0; index < (2**ADDRESS_WIDTH); index = index + 1)
            begin
                registers [index] <= registers_comb[index];
            end
            RdData       <= RdData_comb;
            RdData_Valid <= RdData_Valid_comb;
        end
    end
    always@(*)
    begin
        for (index = 0; index < (2**ADDRESS_WIDTH); index = index + 1)
            begin
                registers_comb [index] = registers[index];
            end
        if (WrEn && !RdEn)
        begin
            registers_comb [Address] = WrData;
            RdData_comb              = RdData;
            RdData_Valid_comb        = 1'b0;
        end
        else
        begin
            if (RdEn && !WrEn)
            begin
                for (index = 0; index < (2**ADDRESS_WIDTH); index = index + 1)
                begin
                    registers_comb [index] = registers[index];
                end
                RdData_comb       = registers[Address];
                RdData_Valid_comb = 1'b1;
            end
            else
            begin
                for (index = 0; index < (2**ADDRESS_WIDTH); index = index + 1)
                begin
                    registers_comb [index] = registers[index];
                end
                RdData_comb       = RdData;
                RdData_Valid_comb = 1'b0;
            end
        end
    end
    assign REG0 = registers[0];
    assign REG1 = registers[1];
    assign REG2 = registers[2];
    assign REG3 = registers[3];
endmodule
$ cat /design/flow/constraint.sdc
current_design Reg_File

set clk_period 2.6
set clk_io_pct 0.2

create_clock -name clk0 -period $clk_period [get_ports {CLK}]

set non_clock_inputs [all_inputs -no_clocks]
set_input_delay [expr $clk_period * $clk_io_pct] -clock clk0 $non_clock_inputs
set_output_delay [expr $clk_period * $clk_io_pct] -clock clk0 [all_outputs]
$ cat /design/flow/config.mk
export PLATFORM = sky130hd
export DESIGN_NAME = Reg_File
export DESIGN_NICKNAME = Reg_File
export VERILOG_FILES = /design/flow/design.v
export SDC_FILE = /design/flow/constraint.sdc
export NUM_CORES = 4
export LEC_CHECK = 1
export CORE_UTILIZATION = 50
$ cat /design/flow/run.sh
#!/bin/bash
# OpenROAD 26Q1-2900-gdf79404cd8, Yosys 0.63+post, stock flow scripts
make -C /OpenROAD-flow-scripts/flow DESIGN_CONFIG=/design/flow/config.mk WORK_HOME=/design/flow/orfs finish
==> reports/qor.csv <==
metric,value,unit
status,finished clean,
Ys Warns,3,
CTS root buf,clkbuf_16,
TritonCTS clock tree,built,
Synth Area per Inst,13.5,um^2
met1 usage,0.416,
number of OpenROAD warnings,26,
final hold vios,0,
Tmin final,2.27,ns
Fin Setup TNS,0,ns
design area,7790,um^2
Post-DRT Antenna Nets,0,
PwrDens,768,nW/um^2
Die Area,13200,um^2
number of global-route vias before repair,4335,
first-pass GRT wire length,24.5,mm
DRT iter0 DRCs,293,
Post-DP HPWL,10.5,mm
Net Sw Frac,0.236,
FP Core Util,0.520,
unrepaired setup endpoints after global routing,no,
crit share post-route,0.874,
Psw,1.42,mW
final wirelength,15.7,mm
CP Depth,6,
Peak VDD IR,544,uV
Final GP Congestion,0.893,
Placed Cells,695,
Crit. End Element,register,
number of I/O port buffers,56,
worst path cell trace,clkdlybuf4s50_1 -> buf_4 -> nor2_1 -> nand3_1 -> o22ai_1 -> nor2_1,
worst min path class,input port to asynchronous set/reset pin,
first-pass iteration count of the detailed router,5,
pin count of the biggest net entering global routing,68,
"Clk Latency, worst-skew pair",0.41,ns
Async SR Flop Fraction,1.00,
R2R cell count,5,
I/O pin count,57,
Avg WL per Cell,21.5,um
Post-synth top cells,"mux2_2, dfrtp_1, clkbuf_1",
Util after Layout,0.638,
share of the synthesized area in the top cell type,0.532,
ys flop type,dfrtp_1,
cell count after synthesis,471,
"Seq share, synth",0.540,
Via density,5.83,
Synth flops,137,
gr busiest metal,met1,
total gr overflow,0,
clock power share,0.364,
CP most frequent cell,nor2_1,
FMAX,440,MHz
clock sink count,137,
initial antenna violation count,0,
"Hold-fix buffers, CTS",0,
Post-route DRC,0,
area grow syn2layout,22.7,%
distinct lib cells,42,
final cell count without fillers,727,
Slew Limit Fails,0,
final clock skew,0.00666,ns
clock slew at reported path FFs,0.05,ns
"slowest stage cell, crit path",clkdlybuf4s50_1,
CP arrival,2.57,ns
FILL cells,973,
Tot GR Track Use,0.267,
layout cells sized above 1,0.388,
yosys cell count,471,
DR vias,4237,
Worst setup SP type,input port,
die height,115,um
"slowest stage delay, CP",0.53,ns
Netlist Area Pre-Place,6350,um^2
number of synthesized flops with an enable pin,0,
Post-CTS Resized,0,
critical path required time,2.89,ns
Crit path max-delay family,simple AND/OR/NAND/NOR gates,
crit path kind,input port to register,
Yosys top cell by area,dfrtp_1,
Gate power share,0.173,
Worst Path Buf+Inv,2,
# rows,40,
YS chip area,6350,um^2
Post CTS Setup Buffer Count,0,
ant diodes,0,
Tightest Pin Transition,0.748,ns
Die W,115,um
worst-case clock buffer depth,2,
CTS buffer count,17,
relative slew slack,0.500,
crit path max fanout,15,
sequential share of power,0.463,
met3 Use GR,0.0658,
H-tree depth,4,
P_int,4.57,mW
core box area,12200,um^2
Placed Area,7260,um^2
max-cap violation count,0,
biggest area cells,"dfrtp_1, mux2_2, a221o_1, mux2_4, a32o_1",
most common cell in the synthesized netlist,mux2_2,
final setup fails,0,
Tot Pwr,5.99,mW
static leakage power,3.46,nW
met2 usage,0.408,
[state kept, by name, indices dropped and copies added (netlist names)]
signal	flops
RdData_Valid	1
registers	128
RdData	8
[cell usage in the layout, fill, tap and decap left out, types with 2 or more instances in the layout]
cell / Yosys / layout
inv_1: 3 / 3
clkbuf_16: 0 / 17
nor2_1: 15 / 15
nand2_1: 17 / 17
o21ai_0: 7 / 7
clkbuf_1: 19 / 9
clkinv_2: 0 / 3
and3_1: 2 / 2
a32o_1: 8 / 8
a32oi_1: 6 / 6
a221oi_1: 8 / 8
nand3b_1: 6 / 6
buf_4: 1 / 31
o22ai_1: 10 / 10
nand2b_1: 2 / 2
mux2i_1: 8 / 8
dfrtp_1: 135 / 135
nand3_1: 10 / 10
buf_12: 0 / 4
nor3_2: 2 / 2
clkbuf_8: 0 / 2
clkdlybuf4s50_1: 0 / 54
dfstp_2: 2 / 2
mux2_2: 142 / 142
a22oi_1: 7 / 7
nor3_1: 3 / 3
a31oi_1: 3 / 3
nor2b_1: 6 / 6
a221o_1: 12 / 12
mux2_4: 8 / 8
[path summary, 6_finish.rpt]
path                       slack [ns]                to              from
setup / recovery                 0.33         RdData[2]        Address[2]
hold / removal                   0.10  registers[12][2]               RST
setup reg to reg                 1.01         RdData[1]  registers[14][1]
hold reg to reg                  0.50   registers[9][3]   registers[9][3]
max in group asynchronous        1.75   registers[6][7]               RST
min in group clk0                0.50   registers[9][3]   registers[9][3]
[metal layers]
metal | routed length (um) | part of all wire
met1 | 7130 | 0.46
met2 | 7460 | 0.48
met3 | 846 | 0.054
met4 | 218 | 0.014
met5 | 0 | 0
[power groups by stage]
stage	clock [mW]	sequential, mW	combinational (mW)
6_report	2.18	2.77	1.03
5_1_grt	2.31	2.82	1.14
4_1_cts	2.22	2.77	1.04
[metrics by stage]
| step | setup WS (ns) | hold WS [ns] |
|---|---|---|
| floorplan | 0.589 | 0.224 |
| global placement | -0.000971 | 0.481 |
| detailed placement | 0.0407 | 0.487 |
| CTS | 0.409 | 0.125 |
| global route | 0.288 | 0.139 |
| finish | 0.327 | 0.100 |
[cells by family (layout without fill, tap and decap cells)]
group	count (synthesis)	count (layout)	share of synthesized area
flops	137	137	0.540
buf+inv	38	126	0.0286
mux	158	158	0.283
compound gates	68	68	0.0865
simple gates	70	70	0.0611
[layout make-up]
cell class	instances	area (um^2)	share of cell area
clock buffer	28	487	0.0625
clock inverter	4	45.0	0.00578
inverter	3	11.3	0.00145
multi-input combinational	296	2740	0.351
sequential	137	3430	0.440
tap	168	210	0.0270
timing repair buffer	91	870	0.112
Power figures rest on the tool's default switching activity, not on a simulated workload.
